[/design/flow/constraint.sdc]
current_design epg

set clk_period 5.7
set clk_io_pct 0.2

create_clock -name clk0 -period $clk_period [get_ports {clock}]

set non_clock_inputs [all_inputs -no_clocks]
set_input_delay [expr $clk_period * $clk_io_pct] -clock clk0 $non_clock_inputs
set_output_delay [expr $clk_period * $clk_io_pct] -clock clk0 [all_outputs]
[/design/flow/design.v]
`timescale 1ns / 1ps
module epg
    #(parameter
        dataWidth   =   8
    )
    (
        input               clock,
        input               reset,
        input               start,
        input   [47 : 0]    dMAC,
        input   [47 : 0]    sMAC,
        input   [15 : 0]    length,
        input   [ 7 : 0]    dataIn,
        input   [31 : 0]    FCS,
        output              rd_en,
        output              packet,
        output              packetValid
    );
    localparam  s0  =   3'd0;
    localparam  s1  =   3'd1;
    localparam  s2  =   3'd2;
    localparam  s3  =   3'd3;
    localparam  s4  =   3'd4;   
    localparam  s5  =   3'd5;
    localparam  s6  =   3'd6;   
    reg [2 : 0] state_reg,              state_next;
    reg         output_reg,             output_next;
    reg         preambleBit_reg,        preambleBit_next;
    reg [5 : 0] CounterA_reg,           CounterA_next;
    reg [2 : 0] CounterB_reg,           CounterB_next;
    reg [6 : 0] CounterC_reg,           CounterC_next;
    reg         packetValid_reg,        packetValid_next;
    reg         rd_en_reg,              rd_en_next;
    reg [7 : 0] dataIn_reg,             dataIn_next;
    always@(posedge clock)
    begin
        if(~reset)
        begin
            state_reg               <=  s0;
            output_reg              <=  1'b0;
            preambleBit_reg         <=  1'b1;    
            CounterA_reg            <=  7'd0;   
            CounterB_reg            <=  3'd7;
            CounterC_reg            <=  7'd0; 
            packetValid_reg         <=  1'b0; 
            rd_en_reg               <=  1'b0;
            dataIn_reg              <=  8'd0;
        end
        else
        begin
            state_reg               <=  state_next;
            output_reg              <=  output_next;
            preambleBit_reg         <=  preambleBit_next;  
            CounterA_reg            <=  CounterA_next;  
            CounterB_reg            <=  CounterB_next;
            CounterC_reg            <=  CounterC_next;
            packetValid_reg         <=  packetValid_next;  
            rd_en_reg               <=  rd_en_next;
            dataIn_reg              <=  dataIn_next;          
        end
    end    
    always@*
    begin
        state_next                  =   state_reg;
        output_next                 =   output_reg;
        preambleBit_next            =   preambleBit_reg;
        CounterA_next               =   CounterA_reg;
        CounterB_next               =   CounterB_reg;
        CounterC_next               =   CounterC_reg;
        packetValid_next            =   packetValid_reg;
        rd_en_next                  =   rd_en_reg;
        dataIn_next                 =   dataIn_reg;
        case(state_reg)
            s0  :   begin
                        if(start)
                        begin
                            packetValid_next    =   1'b1;
                            output_next         =   preambleBit_reg;
                            state_next          =   s1;
                        end 
                    end
            s1  :   begin:  Preamble_and_SFD                      
                        output_next         =   ~preambleBit_reg;
                        if(CounterA_reg == 6'd62)
                        begin
                            output_next             =   1'b1;
                            preambleBit_next        =   1'b1;
                            CounterA_next           =   6'd47;
                            state_next              =   s2;
                        end
                        else
                        begin
                            preambleBit_next        =   ~preambleBit_reg;
                            CounterA_next           =   CounterA_reg + 1'b1;
                        end
                    end
            s2  :   begin:  Destination_MAC
                        output_next = dMAC[CounterA_reg];
                        if(CounterA_reg == 6'd0)
                        begin
                            CounterA_next           =   6'd47;
                            state_next              =   s3;
                        end
                        else
                            CounterA_next           =   CounterA_reg - 1'b1;                                                          
                    end
            s3  :   begin:  Source_MAC
                        output_next = sMAC[CounterA_reg];
                       if(CounterA_reg == 6'd0)
                        begin
                            CounterA_next           =   6'd15;
                            state_next              =   s4;
                        end
                        else
                            CounterA_next           =   CounterA_reg - 1'b1;    
                    end
            s4  :   begin:  Length
                        output_next = length[CounterA_reg];
                        if(CounterA_reg == 6'd0)
                        begin
                            CounterA_next           =   6'd0;
                            rd_en_next              =   1'b0;
                            state_next              =   s5;
                        end
                        else
                        begin
                            CounterA_next           =   CounterA_reg - 1'b1;
                            if(CounterA_reg == 6'd2)
                                rd_en_next          =   1'b1;
                        end     
                    end
            s5  :   begin:  Data
                            if(CounterB_reg ==  3'd7)
                            begin
                                output_next     =   dataIn[CounterB_reg];
                                dataIn_next     =   dataIn;
                                CounterB_next   =   CounterB_reg - 1'b1;
                            end
                            else
                            begin
                                output_next     =   dataIn_reg[CounterB_reg];
                                CounterB_next   =   CounterB_reg - 1'b1;
                                if(CounterB_reg ==  3'd2)
                                begin
                                    if({9'd0, CounterC_reg} <= length)
                                    begin
                                        rd_en_next          =   1'b1;
                                        CounterC_next       =   CounterC_reg + 1'b1;                                               
                                    end
                                end
                                if(CounterB_reg ==  3'd0)
                                begin
                                    rd_en_next          =   1'b0;
                                    CounterB_next       =   3'd7;
                                    if({9'd0, CounterC_reg} == length)
                                    begin
                                        CounterA_next   =   6'd31;
                                        state_next  =   s6;
                                    end                                        
                                end
                            end                                                                                                                                                                                                            
                    end
            s6  :   begin:  Frame_check_sequence
                        output_next = FCS[CounterA_reg];
                        if(CounterA_reg == 6'd0)
                        begin
                            packetValid_next    =   1'b0;
                            state_next              =   s0;
                        end                            
                        else
                            CounterA_next           =   CounterA_reg - 1'b1;
                    end                  
        endcase       
    end
    assign  packet      =   output_reg;
    assign  packetValid =   packetValid_reg;
    assign  rd_en       =   rd_en_reg;
endmodule
[/design/flow/config.mk]
export PLATFORM = sky130hd
export DESIGN_NAME = epg
export DESIGN_NICKNAME = epg
export VERILOG_FILES = /design/flow/design.v
export SDC_FILE = /design/flow/constraint.sdc
export NUM_CORES = 4
export LEC_CHECK = 1
export CORE_UTILIZATION = 50
[/design/flow/run.sh]
#!/bin/bash
# OpenROAD 26Q1-2900-gdf79404cd8, Yosys 0.63+post, stock flow scripts
make -C /OpenROAD-flow-scripts/flow DESIGN_CONFIG=/design/flow/config.mk WORK_HOME=/design/flow/orfs finish
==> job_summary.md <==
### Yosys + OpenROAD results

| Metric | Value |
|---|---|
| Post-DRT Antenna Nets | 0 |
| Synth flops | 35 |
| Total Routed Length | 12.6 mm |
| Clock transition at path regs | 0.07 ns |
| Crit path DRT | 5.88 ns |
| RSZ-0062 raised after global routing | no |
| Critical-path maximum fanout | 10 |
| Antenna fix cells | 0 |
| Post-DR vias/cell | 6.37 |
| CP Data Arrival Time | 3.38 ns |
| H-tree levels | 2 |
| TritonRoute pass-1 iters | 25 |
| Worst reg2reg path depth | 9 |
| Clock Sinks | 35 |
| Wire per inst | 18.8 um |
| Fin. max-slew vios | 0 |
| PortBufs | 157 |
| Post-synth ARST share | 0% |
| Worst setup SP type | input pin |
| Aoi/oai-family share of the synthesized area | about a third |
| Final WS setup | 2.50 ns |
| Die area | 7130 um^2 |
| Chip Width | about 84 um |
| Total power | ~0.67 mW |
| Total track usage | roughly a third |
| Primary FF master, synth | dfxtp_1 |
| MUX share of area | 6.70% |
| Synthesized cell area | 3400 um^2 |
| Clk_skew | 0.00708 ns |
| Placed Cells | 661 |
| CTS Hold Bufs | 0 |
| Die H | 84.4 um |
| Final min period | approximately 3.2 ns |
| Ys Warns | 1 |
| Class of the worst hold path | reg -> reg |
| Overflow after GRT | 0 |
| Placed wire-length estimate | roughly 9.6 mm |
| Synth top cell by count | nand2_1 |
| Clk Latency, worst-skew pair | 0.28 ns |
| Largest net degree at the start of global routing | ~60 |
| P&R area growth vs syn | 48.8% |
| Kind of critical path | in -> reg |
| Worst vdd ir | around 0.00024 V |
| Yosys Instances | 456 |
| Final setup vio count | 0 |
| Main area contributors | dfxtp_1, a21oi_1, nand2_1 |
| Number of global-route vias before repair | 3,764 |
| Ports | 158 |
| Setup TNS Final | 0 ns |
| Fmax | 0.312 GHz |
| Final hold slack | about 0.46 ns |
| Synthesis area per yosys | 3400 um^2 |
| Max_cap viols | 0 |
| Post-CTS Setup Bufs | 0 |
| Worst slew margin | about 46% |
| Main logic family | AND-OR/OR-AND gates |
| Setup crit end kind | flop |
| Pin slew with the least headroom to its limit | 0.808 ns |
| Layout cells sized above 1 | 5.74% |
| Row count | 29 |
| Placed cell area | 4970 um^2 |
| Root Driver | clkbuf_8 |
| Status | finished clean |
| Leakage | 1.89 nW |
| Synth area leader | dfxtp_1 |
| Final core utilization | around four fifths |
| Simple-Gate Fraction of Synth Area | 23.8% |
| PD cells | roughly 130 nW/um^2 |
| Library cells used by synthesis | 62 |
| Initial antenna violation count | 0 |
| Fin cells | 669 |
| Core ar. | approximately 6500 um^2 |
| # fillers | 465 |
| XOR-XNOR Cells, Area Fraction | 1.80% |
| Post-Syn Instances | 456 |
| Hold Fails Final Rpt | 0 |
| Post-synth top cells | nand2_1, a21oi_1, dfxtp_1, clkbuf_1, nor2_1 |
| Post-Synth Adder-Cell Area | under 10% |
| Vias | 4,263 |
| Routability Congestion | approximately 0.95 |
| Floorplan core density | 52.6% |
| Hold path depth | 2 |
| Syn Area/Cell | between 7 and 8 um^2 |
| Final instance area | 5060 um^2 |
| Place WS | 2.25 ns |
| Max reg flops | 8 |
| Crit share post-route | 56.2% |
| First DRT Iteration DRCs | 346 |
| CTS tree | done |
| TritonCTS Buffers | 5 |
| First-pass GRT wire length | 19.3 mm |
| Clock Tree Buf Depth | 2 |
| Post-CTS Resized | 0 |
| Sequential area share after synthesis | between 20% and 30% |
| DRC | 0 |
| Number of enable flip-flop cells | 0 |
| Dominant cell area share | 20.6% |
| OpenROAD warnings | 33 |
-- routing by layer --
layer	GRT usage (%)	up-vias	wire length [um]
li1	-	2032	-
met1	49.2	1956	5110
met2	55.5	210	5790
met3	7.67	65	1330
met4	9.71	0	363
met5	0	-	0
-- final cells by class --
class | count | area (um^2) | area share (%)
Sequential cell | 35 | 702 | 13.9
Clock inverter | 2 | 12.5 | 0.247
Timing Repair Buffer | 165 | 1630 | 32.3
Tap cell | 77 | 96.3 | 1.91
Clock buffer | 6 | 72.6 | 1.44
Multi-Input combinational cell | 364 | 2470 | 48.8
Inverter | 20 | 75.1 | 1.48
-- final timing paths --
| check | end | start | slack, ns |
|---|---|---|---|
| min | dataIn_reg[5]$_SDFFE_PN0P_ | dataIn_reg[5]$_SDFFE_PN0P_ | 0.46 |
| min reg2reg | dataIn_reg[5]$_SDFFE_PN0P_ | dataIn_reg[5]$_SDFFE_PN0P_ | 0.46 |
| max | CounterA_reg[0]$_SDFFE_PN0P_ | length[5] | 2.50 |
| max reg2reg | CounterA_reg[0]$_SDFFE_PN0P_ | CounterA_reg[1]$_SDFFE_PN0P_ | 2.89 |
-- placed cells by master, fill, tap and decap left out, types with 3 or more instances in the layout --
master,n
a2111oi_0,5
a211oi_1,5
a221o_1,10
clkdlybuf4s50_1,157
buf_4,8
mux2i_1,7
nor3_1,7
nand3_1,15
a221oi_1,16
nand2_1,64
clkbuf_8,5
nand2b_1,11
a31oi_1,4
and3_1,7
ha_1,16
dfxtp_1,34
mux4_2,6
and2_1,5
a22oi_1,18
inv_1,20
a21oi_1,49
xnor2_1,5
o311ai_0,3
o22ai_1,5
nor2_1,21
nor4_1,11
a22o_1,3
o21ai_0,16
nand4_1,6
o211ai_1,4
a222oi_1,6
-- kinds of logic (layout without fill, tap and decap cells) --
| family | Yosys count | in the layout |
|---|---|---|
| flops | 35 | 35 |
| mux | 15 | 15 |
| buf+inv | 57 | 193 |
| compound gates | 163 | 163 |
| simple gates | 163 | 163 |
| xor+xnor | 7 | 7 |
| fa+ha+maj | 16 | 16 |
-- report_power, final --
group          internal (mW)  leakage [nW]  switching, mW
clock                 0.0853        0.0412         0.0862
combinational          0.145          1.57         0.0929
sequential             0.250         0.284        0.00887
-- worst max-delay path, stage by stage --
cell and delay, ns:
clkdlybuf4s50_1 0.49, inv_1 0.05, ha_1 0.28, and4b_1 0.25
and2_1 0.17, nand3_1 0.17, a21oi_4 0.35, and3_1 0.20
a31oi_1 0.04, o221a_1 0.24
No activity file was given, so power comes from the tool's default toggle rates.
